[flow/run.sh]
#!/bin/bash
# OpenROAD 26Q1-2900-gdf79404cd8, Yosys 0.63+post, stock flow scripts
make -C /OpenROAD-flow-scripts/flow DESIGN_CONFIG=/design/flow/config.mk WORK_HOME=/design/flow/orfs finish
[flow/design.v]
`timescale 1ns/1ps
module rv64g_l2_mshr #(
    parameter ADDR_W = 64,
    parameter SOURCE_W = 6,  
    parameter TYPE_W = 3,    
    parameter CORES = 4
) (
    input  wire clk,
    input  wire rst_n,
    input  wire                     alloc_req_i,
    input  wire [ADDR_W-1:0]        alloc_addr_i,
    input  wire [SOURCE_W-1:0]      alloc_source_i,
    input  wire [TYPE_W-1:0]        alloc_type_i,
    output wire                     alloc_ready_o,  
    input  wire                     dealloc_req_i,
    input  wire                     set_probes_i,
    input  wire [CORES-1:0]         probes_mask_i,
    input  wire                     probe_ack_i,
    input  wire [$clog2(CORES)-1:0] probe_ack_id_i,
    output wire                     valid_o,
    output wire [ADDR_W-1:0]        addr_o,
    output wire [SOURCE_W-1:0]      source_o,
    output wire [TYPE_W-1:0]        type_o,
    output wire [CORES-1:0]         pending_probes_o
);
    reg                     valid_q;
    reg [ADDR_W-1:0]        addr_q;
    reg [SOURCE_W-1:0]      source_q;
    reg [TYPE_W-1:0]        type_q;
    reg [CORES-1:0]         pending_probes_q;
    assign alloc_ready_o = !valid_q;
    assign valid_o          = valid_q;
    assign addr_o           = addr_q;
    assign source_o         = source_q;
    assign type_o           = type_q;
    assign pending_probes_o = pending_probes_q;
    always @(posedge clk or negedge rst_n) begin
        if (!rst_n) begin
            valid_q <= 1'b0;
            addr_q <= {ADDR_W{1'b0}};
            source_q <= {SOURCE_W{1'b0}};
            type_q <= {TYPE_W{1'b0}};
            pending_probes_q <= {CORES{1'b0}};
        end else begin
            if (dealloc_req_i) begin
                valid_q <= 1'b0;
                pending_probes_q <= {CORES{1'b0}};
            end else if (alloc_req_i && !valid_q) begin
                valid_q <= 1'b1;
                addr_q <= alloc_addr_i;
                source_q <= alloc_source_i;
                type_q <= alloc_type_i;
                pending_probes_q <= {CORES{1'b0}};  
            end else begin
                if (set_probes_i) begin
                    pending_probes_q <= probes_mask_i;
                end else if (probe_ack_i) begin
                    pending_probes_q[probe_ack_id_i] <= 1'b0;
                end
            end
        end
    end
endmodule
[flow/config.mk]
export PLATFORM = sky130hd
export DESIGN_NAME = rv64g_l2_mshr
export DESIGN_NICKNAME = rv64g_l2_mshr
export VERILOG_FILES = /design/flow/design.v
export SDC_FILE = /design/flow/constraint.sdc
export NUM_CORES = 4
export LEC_CHECK = 1
export CORE_UTILIZATION = 30
[flow/constraint.sdc]
current_design rv64g_l2_mshr

set clk_period 5.4
set clk_io_pct 0.2

create_clock -name clk0 -period $clk_period [get_ports {clk}]

set non_clock_inputs [all_inputs -no_clocks]
set_input_delay [expr $clk_period * $clk_io_pct] -clock clk0 $non_clock_inputs
set_output_delay [expr $clk_period * $clk_io_pct] -clock clk0 [all_outputs]
==> reports/metrics.cfg <==
[run_status]
outcome = complete, no violations

[power_and_ir_drop]
totalPowerFinal_uw = 1730
leakage_uw = 0.00227
cellPowerDensity_nw_per_um2 = 330
power.ir.vdd_worst_uv = 137

[layout]
register_area_sq_um = 1950
count_of_placed_standard_cells_in_the_final_layout_fillers_left_out = 490
final_area_sq_um = 5250
combGateArea_sq_um = 1210
mostFrequentLayoutCell = clkdlybuf4s50_1
filler_cell_count = 942
lay_top_cells = 162 x clkdlybuf4s50_1, 78 x dfrtp_1, 70 x mux2_4
area_growth_pct = 57.9
fraction_of_layout_instances_using_a_drive_strength_above_1 = 0.266

[worst_setup_path]
worst-setup-path-type = in -> reg
setup.worst_path.start_class = input port
crit_end_element = flip-flop
timing.critical_path.required_ns = 5.62
timing.critical_path.fanout_max = 43
cp_data_arrival_time_ns = 3.27

[global_route]
grt_max_degree = 46
global_route_wire_length_before_repair_um = 10900
grt_pass1_vias = 2187
grt_antenna_before_repair = 0
grt_overflow = 0
overall_routing_resource_usage = 0.123

[cts]
clock_tree.buffer_depth = 2
clock_latency_ns = 0.34
cts_repair_resize_count = 0
ctsHtreeMaxLevel = 3
cts_num_sinks = 78
post_cts.repair.setup_buffers = 0
ctsHoldBuffers = 0
cts_made_buffers = 9
tritoncts = built
clkSlewWorstSetupHoldPaths_ns = 0.08
cts.root.buffer_cell = clkbuf_8

[logic_synthesis]
yosysSeqAreaShare = 0.587
synth-cells-yosys = 177
post-synth-top-area-fraction = 0.587
yosys_warnings = 1
avgSynthCellArea_sq_um = 18.8
ys.flops = 78
yosysTopAreaCell = dfrtp_1
top_cells_by_area = dfrtp_1 59%, mux2_4 32%, buf_12 4.2%
syn_area_sq_um = 3320
netlist-cell-type-count = 16
area_reported_by_yosys_stat_sq_um = 3320
netlist_instances = 177

[routing]
dr_total_vias = 2038
routed_via_density = 4.16
route.detailed.drc = 0
final_antenna_net_count = 0
num_antenna_cells = 0
detailedRoute.firstPassIterationCount = 2
drt_first_iter_violations = 83
detail_route.wl_per_cell_um = 13.9
routed_wl_um = 6820

[sta]
tns_ns = 0
final-hold-violation-count = 0
finalWorstSetupSlack_ns = 2.35
final_count_of_negative_setup_slack_endpoints = 0
timing.final.max_slew_violations = 0
final.min_clock_period_ns = 3.05
final.period_utilization = 0.565
finalClockSkew_ns = 0.00697
maxSlewHeadroom = 0.475
setup_repair_after_global_routing_missed_its_margin = false
worst_pin_slew_ns = 0.787
max_freq_mhz = 328

[place]
globalplace.congestion = 0.736
place_worst_setup_slack_ns = 1.99
numPlacedInstances = 474
placed_cell_area_sq_um = 5000
portBuffers = 163
final_hpwl_dp_um = 4730

[hold_path]
hold_class = reg -> reg

[job]
warnings = 25
cap_viol_max_count = 0

[die]
floorplan.die_area_sq_um = 11500
core_util_floorplan = 0.307
design.core.area_sq_um = 10800
chipHeight_um = 107
chipWidth_um = 107
fp-row-count = 38
ioPinCount = 164

## power breakdown
part	switching [uW]	internal [uW]	leakage, uW
clock	212	321	0.000120
sequential	59.0	691	0.000926
combinational	79.4	368	0.00122
## critical path: stages
cell	delay, ns
clkdlybuf4s50_1	0.54
nor3b_4	0.50
buf_4	0.70
mux2_2	0.41
## cell usage after synthesis
cell type / count
dfrtp_1: 78
mux2_4: 70
buf_12: 7
mux2i_1: 4
mux2_2: 3
a2111oi_0: 2
inv_1: 2
nor2_1: 2
nor4_1: 2
and4b_1: 1
buf_2: 1
buf_6: 1
nor2b_1: 1
nor3b_1: 1
nor3b_2: 1
nor4bb_1: 1
## flip-flops by register name, summed over array words and instances (netlist names)
name and flops:
pending_probes_q 4, source_q 6, valid_q 1, type_q 3, addr_q 64
## cell families (layout without fill, tap and decap cells)
| kind of cell | count (synthesis) | in the layout | synth area share |
|---|---|---|---|
| AOI/OAI and AO/OA | 2 | 2 | 0.00527 |
| buffers and inverters | 11 | 184 | 0.0493 |
| DFF | 78 | 78 | 0.587 |
| muxes | 77 | 77 | 0.338 |
| and+or+nand+nor | 9 | 9 | 0.0199 |
## per-layer routing
metal	up-vias	part of all wire	global-route usage	wire (um)
met4	0	0.0091	0.0127	62
li1	958	-	-	-
met5	-	0	0	0
met1	983	0.48	0.197	3280
met2	92	0.42	0.178	2880
met3	5	0.088	0.0352	600
## final timing paths
check	from	endpoint	slack, ns	cells past startpoint
setup / recovery	dealloc_req_i	addr_q[52]$_DFFE_PN0P_	2.35	4
hold / removal	addr_q[17]$_DFFE_PN0P_	addr_q[17]$_DFFE_PN0P_	0.51	1
setup reg to reg	valid_q$_DFFE_PN0P_	addr_q[52]$_DFFE_PN0P_	3.23	3
hold reg to reg	addr_q[17]$_DFFE_PN0P_	addr_q[17]$_DFFE_PN0P_	0.51	1
max in group asynchronous	rst_n	addr_q[59]$_DFFE_PN0P_	3.77	2
min in group asynchronous	rst_n	addr_q[31]$_DFFE_PN0P_	0.67	1
## per-stage QoR
stage                      util  hold slack (ns)
final                     0.484            0.510
after global routing      0.484            0.526
after CTS                 0.484            0.514
after detailed placement  0.461            0.491
after global placement    0.461            0.492
after floorplan               -            0.456
## layout make-up
type | instances | share of cell area
clock buffer | 11 | 0.0269
clock inverter | 5 | 0.0203
inverter | 2 | 0.00143
multi-input combinational | 88 | 0.231
sequential | 78 | 0.372
tap | 140 | 0.0334
timing repair buffer | 166 | 0.315
Power and IR drop assume default switching activity.
